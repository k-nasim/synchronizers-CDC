**flow/config.mk**
```make
export PLATFORM = sky130hd
export DESIGN_NAME = fifo_asy
export DESIGN_NICKNAME = fifo_asy
export VERILOG_FILES = /design/flow/design.v
export SDC_FILE = /design/flow/constraint.sdc
export NUM_CORES = 4
export LEC_CHECK = 1
export CORE_UTILIZATION = 50
```
**flow/constraint.sdc**
```tcl
current_design fifo_asy

set clk_period 3.8
set clk_io_pct 0.2

create_clock -name clk0 -period $clk_period [get_ports {rd_clk}]
create_clock -name clk1 -period $clk_period [get_ports {wr_clk}]

set non_clock_inputs [all_inputs -no_clocks]
set_input_delay [expr $clk_period * $clk_io_pct] -clock clk0 $non_clock_inputs
set_output_delay [expr $clk_period * $clk_io_pct] -clock clk0 [all_outputs]
```
**flow/design.v**
```verilog
module fifo_asy( output reg [7:0] dataout,
					output full, empty,
						input [7:0] datain,
						input rd_en,wr_en,
						input rd_clk,wr_clk,rst);
reg [3:0] rd_pointer, rd_sync_1,rd_sync_2;
reg [3:0] wr_pointer, wr_sync_1,wr_sync_2;
reg [7:0] mem [7:0] ;
wire [3:0] rd_pointer_sync,wr_pointer_sync,rd_pointer_g,wr_pointer_g;
always @(posedge wr_clk or posedge rst) begin
	if(rst) 
		wr_pointer <= 0;
	else if(!full && wr_en) begin
			wr_pointer <= wr_pointer + 1;
			mem[wr_pointer[2:0]] <= datain;
		end
end
always @(posedge rd_clk or posedge rst) begin
	if(rst) begin
		rd_pointer <= 0;
		dataout <= 'dz;
	end
	else if(!empty && rd_en)
	begin
		rd_pointer <= rd_pointer  + 1;
		dataout <= mem [ rd_pointer[2:0]];
	end
	else
		dataout <= 'dz; 
end
always @(posedge rd_clk) begin
	wr_sync_1 <= wr_pointer_g;
	wr_sync_2 <= wr_sync_1;
end
always @(posedge wr_clk) begin
	rd_sync_1 <= rd_pointer_g;
 	rd_sync_2 <= rd_sync_1;
end 
assign full = ((wr_pointer[3]!=rd_pointer_sync[3]) && (wr_pointer[2:0] == rd_pointer_sync[2:0]))?1:0;
assign empty = (wr_pointer_sync == rd_pointer)?1:0;
assign wr_pointer_g =  wr_pointer^(wr_pointer >> 1);
assign rd_pointer_g =  rd_pointer^(rd_pointer >> 1);
assign wr_pointer_sync = wr_sync_2 ^ ( wr_sync_2 >> 1) ^ ( wr_sync_2 >> 2) ^ ( wr_sync_2 >> 3);
assign rd_pointer_sync = rd_sync_2 ^ ( rd_sync_2 >> 1) ^ ( rd_sync_2 >> 2) ^ ( rd_sync_2 >> 3);
endmodule
```
**flow/run.sh**
```bash
#!/bin/bash
# OpenROAD 26Q1-2900-gdf79404cd8, Yosys 0.63+post, stock flow scripts
make -C /OpenROAD-flow-scripts/flow DESIGN_CONFIG=/design/flow/config.mk WORK_HOME=/design/flow/orfs finish
```
==> flow_summary_export.csv <==
group,metric,value,unit
status,status,"finished clean",
logic_synthesis,syn_inst,227,
worst_setup_path,rr_worst_depth,4,
final_timing,setup_violations,0,
floorplan,chipArea,7674,sq um
logic_synthesis,yosys_area,3664,sq um
drt,postRouteAntennaNets,0,
cts,ctsResizeCount,0,
drt,wire_per_inst,19.44,microns
logic_synthesis,syn_area,3664,sq um
run,warnings,36,
final_layout,area_growth,14.75,%
place,place_ws,0.9103,ns
final_timing,final_max_slew_viol_count,0,
final_timing,finalHoldViolations,0,
cts,cts_tree,"done",
logic_synthesis,edf_count,64,
logic_synthesis,area_leaders,"edfxtp_1, dfrtp_1, dfxtp_1, ha_1, xnor2_1",
drt,wirelength,6.920,mm
pwr,netSwitchingFraction,0.3279,
final_timing,tightest_slew,0.7692,ns
grt,grt_pass1_wl,10.79,mm
final_timing,rsz0062_at_grt,"no",
place,dp.cells,336,
min_path,min_path_cells,0,
worst_setup_path,slowest_delay,0.82,ns
final_layout,drive_gt1_frac,0.1077,
place,gp_congestion,0.8747,
logic_synthesis,avgSynthCellArea,16.14,sq um
grt,antenna_found_initial,0,
pwr,leakage,1.505,nW
pwr,p_clk_frac,0.220,
final_timing,fin_tns_setup,0,ns
cts,postCtsHoldBufs,0,
floorplan,fp.dieW,87.60,microns
worst_setup_path,criticalPathCategory,"flop to flop",
final_layout,final_cell_mix,"edfxtp_1, clkdlybuf4s50_1, ha_1, dfrtp_1, dfxtp_1",
floorplan,die_height,87.60,microns
worst_setup_path,required,3.95,ns
floorplan,core_area,6944,sq um
pwr,seq_power_share,0.456,
place,port_buffers,21,
logic_synthesis,top_area_cell,"edfxtp_1",
logic_synthesis,synth_flops,96,
floorplan,fp_util,0.5276,
worst_setup_path,cp-end-kind,"flop",
logic_synthesis,yosys_warnings,4,
drt,via_per_inst,5.711,
worst_setup_path,critPathLaunchType,"flop",
pwr,power.total,3.396,mW
floorplan,row_count,30,
worst_setup_path,cp.arrival,3.04,ns
final_timing,skew,0.01101,ns
pwr,combPwrFrac,0.324,
drt,drc,0,
run,cap_violations,0,
pwr,p_switching,1.114,mW
worst_setup_path,cp_slowest_cell,"dfrtp_1",
grt,first_global_vias,2075,
drt,n_antenna_cell,0,
drt,drt_iter0_markers,123,
pwr,cellPowerDensity,807.9,nW/um^2
grt,grt-ovfl-total,0,
grt,grt_usage,0.2136,
pwr,vdd_drop_max,0.0003837,V
floorplan,boundaryPins,23,
logic_synthesis,async_reset_ff_frac,0.1667,
final_timing,hold_slack,0.3281,ns
cts,clock_sinks,96,
place,dp_hpwl,4.552,mm
final_timing,relSlewSlack,0.4866,
min_path,hold_path.class,"flop to flop",
logic_synthesis,synth_cell_types,37,
cts,cts_setup_buffers,0,
logic_synthesis,synth_top_area_share,0.5246,
pwr,internal_power,2.283,mW
worst_setup_path,cp_max_fo,19,
logic_synthesis,yosysSeqAreaShare,0.7213,
cts,clk_pin_slew,0.08,ns
logic_synthesis,ff_type,"edfxtp_1",
worst_setup_path,cp_cell_sequence,"clkinv_1 > ha_1 > or4_1 > mux2_2",
grt,grt_max_degree,20,
drt,vias,2033,
final_layout,lay_top_count,"edfxtp_1",
logic_synthesis,synth_stat.cells,227,
final_layout,fin_cells,356,
final_timing,setup_ws,0.9075,ns
drt,dr.pass1.iters,6,
## kinds of logic after synthesis
kind of cell / Yosys count / share of synthesized area
muxes: 12 / 0.03620
adders and majority gates: 16 / 0.05464
AOI/OAI and AO/OA: 38 / 0.08401
and+or+nand+nor: 32 / 0.04543
DFF: 96 / 0.7213
buffers and inverters: 16 / 0.01776
xor gates and xnor gates: 17 / 0.04064
## power groups by stage
stage / Sequential [mW] / Clock [mW] / Combinational (mW)
after CTS: 1.56 / 0.761 / 1.10
after global routing: 1.58 / 0.809 / 1.22
final: 1.55 / 0.746 / 1.10
## registers in the layout (all words and copies together), names as in the netlist
register and cells:
mem 64, rd_sync_2 4, wr_pointer 4, wr_sync_2 4, rd_sync_1 4, rd_pointer 4
wr_sync_1 4, dataout 8
## stage by stage
stage | cell area [sq um] | util
after global routing | 4204 | 0.6054
after floorplan | 3664 | -
after global placement | 3959 | 0.5701
final | 4204 | 0.6054
after detailed placement | 3959 | 0.5701
after CTS | 4204 | 0.6054
## worst max-delay path, delay by kind of cell (launching register included)
kind	cells	cell delay [ns]
and+or+nand+nor	1	0.79
adders and majority gates	1	0.31
muxes	1	0.37
buffers and inverters	1	0.48
DFF	1	0.82
## layer usage
layer	vias to the layer above	global-route usage	wire, microns
li1	919	-	-
met1	1010	0.3486	3057
met2	93	0.2813	3020
met3	11	0.1202	720
met4	0	0.04173	122
met5	-	0	0
## final timing paths
check                                   start             to  slack (ns)
worst max-delay path            rd_pointer[2]     dataout[4]        0.91
worst max register to register  rd_pointer[2]     dataout[4]        0.91
worst min-delay path             wr_sync_1[0]   wr_sync_2[0]        0.33
max in group asynchronous                 rst  rd_pointer[3]        2.31
min in group asynchronous                 rst  wr_pointer[2]        0.92
max in group clk1               wr_pointer[2]      mem[7][1]        1.33
min in group clk1                rd_sync_1[1]   rd_sync_2[1]        0.33
worst min register to register   wr_sync_1[0]   wr_sync_2[0]        0.33
## cell type report
type,count,area [sq um]
clock buffer,13,178.9
clock inverter,7,66.31
fill,505,2740
inverter,8,30.03
multi-input combinational,115,955.9
sequential,96,2643
tap,96,120.1
timing repair buffer,21,210.2
## synthesized netlist by cell type (3+ instances only)
library cell / n
ha_1: 16
dfxtp_1: 16
and2_1: 6
and3_1: 3
dfrtp_1: 16
nor2b_1: 3
nor2_1: 9
a31oi_1: 4
edfxtp_1: 64
buf_2: 3
a21oi_1: 3
o21ai_0: 6
inv_1: 7
a221oi_1: 10
a222oi_1: 8
xor2_1: 5
xnor2_1: 12
nand2_1: 4
mux2_2: 9
Power and IR drop assume default switching activity.
