==> design/flow/design.v <==
module hand_pulse_sync(
    input clk1,rstn1,sin,
    input clk2,rstn2,
    output out,busy);
reg q1,q2,q3,q4,q5,q6;
always@(posedge clk1 or negedge rstn1)
begin
    if(!rstn1) 
        q1 <= 0;
    else begin
        if(sin)
            q1 <= 1;
        else begin
            if(q6)
                q1 <= 0;
            else 
                q1 <= q1;
        end
    end
end
always@(posedge clk2 or negedge rstn2)
begin
    if(!rstn2)
        {q2,q3,q4} <= 0;
    else begin
        q2 <= q1;
        q3 <= q2; 
        q4 <= q3;
    end
end
assign out = q3&~q4;
always@(posedge clk1 or negedge rstn1)
begin
    if(!rstn1) 
        {q5,q6} <= 0;
    else begin  
        q5 <= q3;
        q6 <= q5;
    end
end
assign busy = q6|q1;
endmodule
==> design/flow/run.sh <==
#!/bin/bash
# OpenROAD 26Q1-2900-gdf79404cd8, Yosys 0.63+post, stock flow scripts
make -C /OpenROAD-flow-scripts/flow DESIGN_CONFIG=/design/flow/config.mk WORK_HOME=/design/flow/orfs finish
==> design/flow/config.mk <==
export PLATFORM = sky130hd
export DESIGN_NAME = hand_pulse_sync
export DESIGN_NICKNAME = hand_pulse_sync
export VERILOG_FILES = /design/flow/design.v
export SDC_FILE = /design/flow/constraint.sdc
export NUM_CORES = 4
export LEC_CHECK = 1
export CORE_AREA = 10 10 70 70
export DIE_AREA = 0 0 80 80
==> design/flow/constraint.sdc <==
current_design hand_pulse_sync

set clk_period 1.1
set clk_io_pct 0.2

create_clock -name clk0 -period $clk_period [get_ports {clk1}]
create_clock -name clk1 -period $clk_period [get_ports {clk2}]

set non_clock_inputs [all_inputs -no_clocks]
set_input_delay [expr $clk_period * $clk_io_pct] -clock clk0 $non_clock_inputs
set_output_delay [expr $clk_period * $clk_io_pct] -clock clk0 [all_outputs]
==> notes.md <==
Results of the flow run.

The most critical min-delay path falls under input port to asynchronous set/reset pin. The count of max-cap constraint violations stands at 0. The critical path starts at q6. The checks that failed: negative setup slack. The total area inside the core boundary comes to 3420 um^2. The final layout report lists a filler cell count of between 400 and 500. The register area stands at 150 um^2. The total wire length stands at between 400 and 500 um.

According to the timing report, the critical path is captured at busy. The via count of the first global-routing pass is 174. Once detail routing completed, the nets flagged for antenna violations numbered 0. IR analysis of the VDD net gives a maximum drop of about 780 uV. Total power for the finished layout comes to 669 uW. Leaving out buffers and inverters, the combinational logic in the layout accounts for 20.0 um^2. The async set or reset register ratio after synthesis stands at 1.00. The routed via count stands at around 140. Pins over their slew limit in the final report were tallied at 0. The register clock-pin slew on the reported worst setup and hold paths stands at ~40 ps.

The clock skew after layout stands at around 2.7 ps. Setup repair after global routing could not meet its margin everywhere. By area the synthesized netlist is led by sky130_fd_sc_hd__dfrtp_1 86%, sky130_fd_sc_hd__a21o_1 4.3%, sky130_fd_sc_hd__nor2b_1 3.6%, sky130_fd_sc_hd__or2_1 3.6%, sky130_fd_sc_hd__inv_1 2.2%.

The number of buffers added on ports stands at 5. The quantity of hold-fixing buffers added after cts stands at 0. The final sum of negative setup slack stands at -74.6 ps. The clock drives 6 sinks. The commonest cells after synthesis are 6 x sky130_fd_sc_hd__dfrtp_1, 1 x sky130_fd_sc_hd__a21o_1, 1 x sky130_fd_sc_hd__inv_1, 1 x sky130_fd_sc_hd__nor2b_1, 1 x sky130_fd_sc_hd__or2_1.

The cell type that accounts for the most area after synthesis is sky130_fd_sc_hd__dfrtp_1. The synthesized instance count stands at 10. After legalization and detailed placement, the total HPWL measured 344 um. STA lists the endpoint of the worst register-to-register path as q1. The final worst slack stands at -74.6 ps.

At the worst endpoint, the required time is approximately 880 ps. The leftover overflow at the end of global routing stands at 0. The proportion of netlist area held by the largest area contributor stands at 0.863. The number of I/O pins stands at 7. The number of warnings the tools reported stands at 28. The first detailed-routing pass took 2 iterations.

According to the floorplan log, the row count is 21. The run finished, with violations left. After synthesis, the chip area reported by Yosys is roughly 170 um^2.

The number of antenna violations at the first check in global routing came to 0. The global routing report lists combined usage of all routing layers as 0.0160. The violation count after the first detailed-route iteration stands at 1. At the end of the flow the core is filled with cells to 0.104. The share of the core area taken by cells at floorplan is 0.0509. TritonCTS built the clock tree. The share of total power dissipated in the clock network is 0.569.

Per the Yosys statistics, synthesis produced 10 cells. The net switching power figure stands at 128 uW. The repair_antennas step left the layout with diodes totalling 0. The average instance area after synthesis stands at around 17 um^2. Power spread over the standard cell area amounts to approximately 1900 nW/um^2.

The number of hold-slack violations in the final timing report stands at 0. The depth of the worst register-to-register path stands at 4. Per the final layout report, the fraction of cells sized above drive strength 1 comes to 0.444.

The data arrival time of the worst path stands at roughly 950 ps. The synthesis stats list as the most numerous cell sky130_fd_sc_hd__dfrtp_1. The setup path with the least slack is of type flop to output pin.

The reported leakage power stands at between 0.00015 and 0.0002 uW. The warning tally printed by Yosys for this design is 1. The final-layout worst hold slack stands at ~170 ps. The wire length of the first global-routing pass stands at 731 um. The chip area stands at between 6000 and 7000 um^2. The routed via count divided by cell count stands at 1.86.

For the pin with the worst max-slew slack, the measured transition is between 100 and 150 ps. The final routed wire length divided by cell count stands at 6.34 um. Of the total power, registers draw 0.365. The final weighted congestion in routability-driven placement stands at about 0.64. The combinational cell fraction of total power stands at 0.065. Synthesis inferred 6 register bits. The worst setup path is launched from a flop.

The floorplan step set the die width to 80 um. The biggest fanout along the worst timing path stands at 2. The height of the die stands at approximately 80 um.

The number of different library cells used by synthesis comes to 5. Endpoints with negative setup slack in the final report add up to 1. Across all register-to-register paths, the minimum setup slack is about 90 ps. Counting flops with a built-in enable in the synthesized netlist gives 0. STA classifies the critical path endpoint as an output pin. The total standard cell area after synthesis stands at around 170 um^2.

The layout overhead on the synthesized area stands at 104%. Per the timing report, the most critical flop-to-flop path originates at q1. The switching share of power stands at 0.192. The DRC violation count after routing stands at 0. The most used flip-flop cell after synthesis is sky130_fd_sc_hd__dfrtp_1. Headroom to the max-slew limit came out at 0.908. The cell-internal power stands at about 540 uW. Entering global routing, the biggest net connects 4 pins. For this run, the register share of the synthesized area comes to 0.863.
[kinds of logic (layout without fill, tap and decap cells)]
family,after synthesis,after routing,synth area share
buffers and inverters,1,18,0.0216
AND-OR/OR-AND,1,1,0.0432
flip-flops,6,6,0.863
AND/OR/NAND/NOR,2,2,0.0720
[cell usage in the layout, fill, tap and decap left out, drive strengths merged]
cell type	count
a21o	1
dfrtp	6
inv	1
buf	6
or2	1
nor2b	1
clkdlybuf4s50	3
clkbuf	8
[per-stage QoR]
stage | worst slack [ps] | area (um^2) | cells
global placement | -145 | 297 | 63
global route | -111 | 354 | 73
finish | -74.6 | 354 | 73
CTS | -92.9 | 347 | 72
detailed placement | -157 | 297 | 63
floorplan | 343 | 174 | 10
[worst max-delay path, stage by stage (launching register included)]
cell	delay (ps)
sky130_fd_sc_hd__dfrtp_1	360
sky130_fd_sc_hd__or2_1	230
sky130_fd_sc_hd__buf_2	130
[power by group through the flow]
stage	Combinational, uW	Clock [uW]	Sequential [uW]
CTS	41.7	401	244
global route	49.3	420	246
finish	43.6	381	244
[registers in the layout (all words and copies together), names as in the netlist]
signal  flops
q1          1
q2          1
q3          1
q4          1
q5          1
q6          1
[per-layer routing]
metal / vias to the layer above / track usage / wire (um)
li1: 66 / - / -
met1: 63 / 0.0214 / 274
met2: 7 / 0.0128 / 152
met3: 0 / 0.0159 / 37
met4: 0 / 0.0123 / 0
met5: - / 0 / 0
[timing repair]
item / CTS / global route
gates resized: 8 / 0
setup endpoints to repair: 2 / 1
buffers inserted: 1 / 1
pin swaps: 1 / 1
[layout make-up]
cell class	count	share of cell area
Timing Repair Buffer	9	0.198
Clock buffer	8	0.148
Inverter	1	0.0106
Tap cell	46	0.163
Sequential cell	6	0.424
Multi-Input combinational cell	3	0.0565
[worst min path at each step]
stage | from | end | slack (ps) | cells after the start
4_1_cts | rstn2 | q3 | 170 | 1
5_1_grt | rstn1 | q1 | 160 | 1
6_report | rstn1 | q1 | 170 | 1
Power is estimated from default activity; no workload was simulated.
